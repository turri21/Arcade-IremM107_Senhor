`./run.sh`:
```
#!/bin/bash
# OpenROAD 26Q1-2900-gdf79404cd8, Yosys 0.63+post, stock flow scripts
make -C /OpenROAD-flow-scripts/flow DESIGN_CONFIG=/design/flow/config.mk WORK_HOME=/design/flow/orfs finish
```
`./config.mk`:
```
export PLATFORM = sky130hd
export DESIGN_NAME = double_linebuf
export DESIGN_NICKNAME = double_linebuf
export VERILOG_FILES = /design/flow/design.v
export SDC_FILE = /design/flow/constraint.sdc
export NUM_CORES = 4
export LEC_CHECK = 1
export CORE_UTILIZATION = 50
export SYNTH_MEMORY_MAX_BITS = 65536
```
`./constraint.sdc`:
```
current_design double_linebuf

set clk_period 114.4
set clk_io_pct 0.2

create_clock -name clk0 -period $clk_period [get_ports {clk}]

set non_clock_inputs [all_inputs -no_clocks]
set_input_delay [expr $clk_period * $clk_io_pct] -clock clk0 $non_clock_inputs
set_output_delay [expr $clk_period * $clk_io_pct] -clock clk0 [all_outputs]
```
`./design.v`:
```
`timescale 1ns / 1ps
module dualport_ram #(
    parameter width = 8,
    parameter widthad = 10
) (
    input   wire                  clock_a,
    input   wire                  wren_a,
    input   wire    [widthad-1:0] address_a,
    input   wire    [width-1:0]   data_a,
    output  reg     [width-1:0]   q_a,
    input   wire                  clock_b,
    input   wire                  wren_b,
    input   wire    [widthad-1:0] address_b,
    input   wire    [width-1:0]   data_b,
    output  reg     [width-1:0]   q_b
);
reg [width-1:0] ram[(2**widthad)-1:0];
always @(posedge clock_a) begin
    if (wren_a) begin
        ram[address_a] <= data_a;
        q_a <= data_a;
    end else begin
        q_a <= ram[address_a];
    end
end
always @(posedge clock_b) begin
    if(wren_b) begin
        q_b      <= data_b;
        ram[address_b] <= data_b;
    end else begin
        q_b <= ram[address_b];
    end
end
endmodule
module singleport_ram #(
    parameter width = 8,
    parameter widthad = 10,
    parameter name = "NONE"
) (
    input   wire                   clock,
    input   wire                   wren,
    input   wire    [widthad-1:0]  address,
    input   wire    [width-1:0]    data,
    output  reg     [width-1:0]    q
);
altsyncram	altsyncram_component (
            .address_a (address),
            .clock0 (clock),
            .data_a (data),
            .wren_a (wren),
            .q_a (q),
            .aclr0 (1'b0),
            .aclr1 (1'b0),
            .address_b (1'b1),
            .addressstall_a (1'b0),
            .addressstall_b (1'b0),
            .byteena_a (1'b1),
            .byteena_b (1'b1),
            .clock1 (1'b1),
            .clocken0 (1'b1),
            .clocken1 (1'b1),
            .clocken2 (1'b1),
            .clocken3 (1'b1),
            .data_b (1'b1),
            .eccstatus (),
            .q_b (),
            .rden_a (1'b1),
            .rden_b (1'b1),
            .wren_b (1'b0));
defparam
    altsyncram_component.clock_enable_input_a = "BYPASS",
    altsyncram_component.clock_enable_output_a = "BYPASS",
    altsyncram_component.intended_device_family = "Cyclone V",
    altsyncram_component.lpm_hint = {"ENABLE_RUNTIME_MOD=YES,INSTANCE_NAME=", name},
    altsyncram_component.lpm_type = "altsyncram",
    altsyncram_component.numwords_a = 2**widthad,
    altsyncram_component.operation_mode = "SINGLE_PORT",
    altsyncram_component.outdata_aclr_a = "NONE",
    altsyncram_component.outdata_reg_a = "CLOCK0",
    altsyncram_component.power_up_uninitialized = "FALSE",
    altsyncram_component.ram_block_type = "M10K",
    altsyncram_component.read_during_write_mode_port_a = "DONT_CARE",
    altsyncram_component.widthad_a = widthad,
    altsyncram_component.width_a = width,
    altsyncram_component.width_byteena_a = 1;
endmodule
module singleport_unreg_ram #(
    parameter width = 8,
    parameter widthad = 10,
    parameter name = "NONE"
) (
    input   wire                   clock,
    input   wire                   wren,
    input   wire    [widthad-1:0]  address,
    input   wire    [width-1:0]    data,
    output  wire    [width-1:0]    q
);
altsyncram	altsyncram_component (
            .address_a (address),
            .clock0 (clock),
            .data_a (data),
            .wren_a (wren),
            .q_a (q),
            .aclr0 (1'b0),
            .aclr1 (1'b0),
            .address_b (1'b1),
            .addressstall_a (1'b0),
            .addressstall_b (1'b0),
            .byteena_a (1'b1),
            .byteena_b (1'b1),
            .clock1 (1'b1),
            .clocken0 (1'b1),
            .clocken1 (1'b1),
            .clocken2 (1'b1),
            .clocken3 (1'b1),
            .data_b (1'b1),
            .eccstatus (),
            .q_b (),
            .rden_a (1'b1),
            .rden_b (1'b1),
            .wren_b (1'b0));
defparam
    altsyncram_component.clock_enable_input_a = "BYPASS",
    altsyncram_component.clock_enable_output_a = "BYPASS",
    altsyncram_component.intended_device_family = "Cyclone V",
    altsyncram_component.lpm_hint = {"ENABLE_RUNTIME_MOD=YES,INSTANCE_NAME=", name},
    altsyncram_component.lpm_type = "altsyncram",
    altsyncram_component.numwords_a = 2**widthad,
    altsyncram_component.operation_mode = "SINGLE_PORT",
    altsyncram_component.outdata_aclr_a = "NONE",
    altsyncram_component.outdata_reg_a = "UNREGISTERED",
    altsyncram_component.power_up_uninitialized = "FALSE",
    altsyncram_component.ram_block_type = "M10K",
    altsyncram_component.read_during_write_mode_port_a = "DONT_CARE",
    altsyncram_component.widthad_a = widthad,
    altsyncram_component.width_a = width,
    altsyncram_component.width_byteena_a = 1;
endmodule
module linebuf(
    input clk,
    input ce_pix,
    input [9:0] scan_pos,
    input scan_active,
    output [11:0] scan_out,
    input [11:0] color0,
    input [11:0] color1,
    input [9:0] draw_pos,
    input draw_we
);
wire [11:0] scan_odd, scan_even;
assign scan_out = scan_pos[0] ? scan_odd : scan_even;
wire [11:0] odd_color = draw_pos[0] ? color0 : color1;
wire [11:0] even_color = draw_pos[0] ? color1 : color0;
wire [8:0] odd_addr = draw_pos[9:1];
wire [8:0] even_addr = draw_pos[0] ? draw_pos[9:1] + 9'd1 : draw_pos[9:1];
dualport_ram #(.widthad(9), .width(12)) buffer_odd
(
    .clock_a(clk),
    .address_a(scan_pos[9:1]),
    .q_a(scan_odd),
    .wren_a(scan_active & ce_pix & scan_pos[0]),
    .data_a(12'd0),
    .clock_b(clk),
    .address_b(odd_addr),
    .data_b(odd_color),
    .wren_b((~scan_active) & draw_we & |odd_color[3:0]),
    .q_b()
);
dualport_ram #(.widthad(9), .width(12)) buffer_even
(
    .clock_a(clk),
    .address_a(scan_pos[9:1]),
    .q_a(scan_even),
    .wren_a(scan_active & ce_pix & ~scan_pos[0]),
    .data_a(12'd0),
    .clock_b(clk),
    .address_b(even_addr),
    .data_b(even_color),
    .wren_b((~scan_active) & draw_we & |even_color[3:0]),
    .q_b()
);
endmodule
module double_linebuf(
    input clk,
    input ce_pix,
    input [9:0] scan_pos,
    input scan_toggle,
    output [11:0] scan_out,
    input [63:0] bitplanes,
    input flip,
    input [6:0] color,
    input prio,
    input [9:0] pos,
    input we,
    output idle
);
wire [11:0] scan_out_0, scan_out_1;
assign scan_out = scan_toggle ? scan_out_0 : scan_out_1;
reg [11:0] color0;
reg [11:0] color1;
reg [9:0] draw_pos;
reg draw_we = 0;
linebuf buf_0(
    .clk(clk),
    .ce_pix(ce_pix),
    .scan_active(scan_toggle),
    .scan_out(scan_out_0),
    .scan_pos(scan_pos),
    .color0(color0),
    .color1(color1),
    .draw_pos(draw_pos),
    .draw_we(draw_we)
);
linebuf buf_1(
    .clk(clk),
    .ce_pix(ce_pix),
    .scan_active(~scan_toggle),
    .scan_out(scan_out_1),
    .scan_pos(scan_pos),
    .color0(color0),
    .color1(color1),
    .draw_pos(draw_pos),
    .draw_we(draw_we)
);
function [63:0] deswizzle(input [63:0] d, input rev);
    begin
        integer i;
        bit [7:0] plane[8];
        bit [7:0] t;
        for( i = 0; i < 8; i = i + 1 ) begin
            t = d[(i*8) +: 8];
            plane[i] = rev ? { t[0], t[1], t[2], t[3], t[4], t[5], t[6], t[7] } : t;
        end
        deswizzle[15:0]  = rev ? { plane[4], plane[0] } : { plane[0], plane[4] };
        deswizzle[31:16] = rev ? { plane[5], plane[1] } : { plane[1], plane[5] };
        deswizzle[47:32] = rev ? { plane[6], plane[2] } : { plane[2], plane[6] };
        deswizzle[63:48] = rev ? { plane[7], plane[3] } : { plane[3], plane[7] };
    end
endfunction
reg [3:0] count = 0;
assign idle = count == 4'd0;
always_ff @(posedge clk) begin
    reg [63:0] bits_r;
    bit [63:0] bits;
    reg [6:0] color_r;
    reg prio_r;
    draw_we <= 0;
    if (count != 4'd0) begin
        color0 <= { prio_r, color_r, bits_r[63], bits_r[47], bits_r[31], bits_r[15] };
        color1 <= { prio_r, color_r, bits_r[62], bits_r[46], bits_r[30], bits_r[14] };
        draw_pos <= draw_pos + 10'd2;
        draw_we <= 1;
        bits_r <= { bits_r[61:0], 2'b00 };
        count <= count - 4'd1;
    end
    if (we) begin
        bits = deswizzle(bitplanes, flip);
        color0 <= { prio, color, bits[63], bits[47], bits[31], bits[15] };
        color1 <= { prio, color, bits[62], bits[46], bits[30], bits[14] };
        draw_we <= 1;
        draw_pos <= pos;
        bits_r <= { bits[61:0], 2'b00 };
        color_r <= color;
        prio_r <= prio;
        count <= 4'd7;
    end
end
endmodule
```
==> run summary <==
Pin slew with the least headroom to its limit - 1.44 ns
Minimum clock period - 48.00 ns
DRT iter0 DRCs - 32800
CTS H-Tree Depth - 8
Crit-path max FO - 12
Reg2Reg Depth - 13
Top-area cell type share of the netlist area - 0.774
RR Endpoint - buf_1.buffer_even.ram[77][0]$_DFFE_PP_
CTS tree - yes
Non-filler cells in the finished layout - 76400
Full die area - 1920000 um^2
Overall power - 19.5 mW
Synth-to-layout area growth - 13.3%
Layout cells sized above 1 - 0.256
Final setup viols - 0
GP Congestion - 0.920
DRC Markers - 0
RSZ-0062 raised after global routing - no
Hold buffer count at CTS - 0
DR WL/cell - 36.9 um
Cells after synthesis - 44600
Req. time, crit path - 91.52 ns
Post-DP HPWL - 1800000 um
Die height - 1390 um
Post-CTS Setup Inserts - 0
Post-Syn Area per Cell - 21.4 um^2
Yosys cell count - 44600
Yosys warns - 3
Critical Path AT - 25.12 ns
Relative slew slack - 0.0322
Leakage - 347 nW
EDFF count, synth - 24700
Leading area contributor after synthesis - edfxtp_1
Pins Over Slew Limit - 0
Initial antenna violation count - 296
Clk_skew - 0.162 ns
TritonRoute pass-1 iters - 8
Chip width - 1390 um
Worst r2r src - color1[2]$_DFFE_PN_
Final Cell Area - 1080000 um^2
Crit path kind - input pin to primary output
Cts repair resizes - 0
DR vias - 476000
Sequential share of the synthesized area - 0.775
Clk latency late pin - 1.51 ns
Synth flops - 24700
Largest net degree at the start of global routing - 140
Dpl cell area - 1000000 um^2
FF-to-FF setup slack - 108.27 ns
Hold WC Path Type - flip-flop to flip-flop
Gr usage total - 0.335
Tool warnings - 136
Clk sinks - 24700
Longest Clk Path Bufs - 6
FP Util - 0.501
Yosys synthesis chip area - 957000 um^2
CP Capture Type - primary output
HP Start - count[1]$_SDFFE_PP1N_
First-pass GRT wire length - 3920000 um
Post-Place Cells - 71400
Post-route ant nets - 0
Synth cell count leaders - edfxtp_1 (24700), mux4_2 (5072), mux2i_1 (2779)
Most common reg cell - edfxtp_1
Fin. Hold Viols - 0
Core outline area - 1910000 um^2
Max Fclk - 20.8 MHz
Clk root buf - clkbuf_16
Type of origin of the critical path - input pin
Post-route setup TNS - 0 ns
Overflow after GRT - 0
Hold Path Stages - 1
Hold Path Sink - count[1]$_SDFFE_PP1N_
Cell area after synthesis - 957000 um^2
Vias in the first global route - 522000
Count leader, synth - edfxtp_1
Clock transition at the registers of the reported paths - 0.06 ns
Routed WL - 2820000 um
Status - finished, final reports clean
Num rows - 508
Cell variety after synth - 104
Final core utilization - 0.568
CTS buffer count - 2534
Vias per cell - 6.23
IO Port Bufs - 109
Num ports - 110
Final worst path period share - 0.420
Filler Cell Count - 135000
Peak VDD IR - 13.5 uV
Async SR Flop Fraction - 0
Max-cap check violation count - 0
Top cells by area - edfxtp_1 (77%), mux4_2 (12%), mux2i_1 (2.9%)
Pwr dens - 17.9 nW/um^2
==> worst max-delay path: stages <==
cell,delay [ns]
buf_2,0.70
buf_4,0.40
mux4_2,0.56
clkdlybuf4s50_1,0.45
==> power by group <==
group	switching, mW	total [mW]	internal (mW)	leakage (nW)
registers	0.0175	10.2	10.2	223
clock network	3.40	7.94	4.54	38.6
logic	0.992	1.33	0.335	85.4
==> registers in the layout, summed over array words and instances, names as in the netlist, named ones only <==
register,cells
buf_1.buffer_odd.q_a,12
count,4
buf_0.buffer_even.ram,6144
buf_1.buffer_even.ram,6144
buf_0.buffer_odd.q_a,12
draw_pos,10
buf_0.buffer_odd.ram,6144
color1,4
buf_1.buffer_odd.ram,6144
draw_we,1
buf_1.buffer_even.q_a,12
color0,12
buf_0.buffer_even.q_a,12
==> worst max-delay path by stage <==
stage,from,end,slack (ns),cells past startpoint
after CTS,scan_pos[0],scan_out[7],66.37,4
final,scan_pos[0],scan_out[7],66.40,4
after global routing,scan_pos[0],scan_out[7],66.32,4
==> through the flow <==
stage	worst slack [ns]	hold slack, ns
6_report	66.40	0.508
5_1_grt	66.32	0.554
4_1_cts	66.37	0.509
3_5_place_dp	66.37	0.486
3_3_place_gp	66.40	0.484
2_1_floorplan	67.27	0.452
==> layout by cell type (no fill, tap or decap), types with 45 or more instances in the layout <==
master,instances
clkinv_2,416
o21ai_0,579
mux2i_1,2775
nor2_1,2637
o22ai_1,886
mux4_1,135
nand2_1,696
buf_12,69
a31oi_1,144
nor4_1,80
clkbuf_1,555
nand2_4,77
clkbuf_16,2598
a22oi_1,503
bufinv_16,162
a211oi_1,66
a21oi_1,884
clkdlybuf4s50_1,96
nand4_1,68
nor4_2,45
mux2_2,126
a221oi_1,115
clkinvlp_4,57
inv_6,59
mux4_2,5072
diode_2,468
o221ai_1,909
nor3_1,219
edfxtp_1,24700
nand3_1,155
clkinv_1,579
buf_4,3874
==> metal layers <==
layer	up-vias	track usage	wire [um]
li1	196000	-	-
met1	239000	0.364	765000
met2	34200	0.444	1260000
met3	5797	0.315	617000
met4	425	0.148	163000
met5	-	0.0638	14200
==> layout make-up <==
type	instances	area, um^2	area share
multi-input cells	17100	199000	0.184
clock buffers	3170	67300	0.0621
inverters	17	105	0.0000969
diodes	468	1170	0.00108
flip-flops and latches	24700	742000	0.684
well taps	25500	31900	0.0294
repair buffers	4049	31600	0.0291
clock inverters	1371	11700	0.0108
==> cells by family (layout without fill, tap and decap cells) <==
logic type	Yosys count	in the layout	share of synthesized area
buf+inv	2808	8607	0.0193
compound gates	4595	4595	0.0327
flops	24700	24700	0.775
other cells	0	468	0
mux	8112	8112	0.154
fa+ha+maj	2	2	0.0000261
xor+xnor	16	16	0.000146
simple gates	4391	4391	0.0193
Power is estimated from default activity; no workload was simulated.
